$ cat /design/flow/run.sh
#!/bin/bash
# OpenROAD 26Q1-2900-gdf79404cd8, Yosys 0.63+post, stock flow scripts
make -C /OpenROAD-flow-scripts/flow DESIGN_CONFIG=/design/flow/config.mk WORK_HOME=/design/flow/orfs finish
$ cat /design/flow/design.v
interface ucodeop;
    logic [3:0] PortAReg;
    logic [3:0] PortBReg;
    logic PortAWriteEnable;
    logic [3:0] ALUOp;
    logic ALUUsePortBImm;
    logic ALUShiftDirection;  
    logic JumpOnZero;
    logic ExJump;
    logic InUseALU;
    logic InUseRF;
    logic InUseDMEM;
    logic InUseImm;
    logic OutRFWrite;
    logic OutDMWrite;
    logic [7:0] Immediate;
    logic SignalDone;
endinterface
`default_nettype none
typedef enum bit [3:0] {
    ADD,
    SUB,
    XORMT,
    ANDMT,
    AND,
    OR,
    XOR,
    SHIFT,
    SSB,
    PASSB
} alu_ops;
module alu(
    input clk,
    input logic [3:0] alu_op,
    input logic [7:0] alu_port_A,
    input logic [7:0] alu_port_B,
    input logic alu_shift_dir,
    output logic [7:0] alu_out,
    output logic alu_eq0
);
logic [7:0] ANDed;
logic [7:0] inv_mask;
assign ANDed = alu_port_A & alu_port_B;
assign inv_mask = ~alu_port_B;
always_comb begin
    case(alu_op)
        ADD:
            alu_out = alu_port_A + alu_port_B;
        SUB: 
            alu_out = alu_port_A - alu_port_B;
        XORMT:
            alu_out = {7'b0, ^ ANDed};
        ANDMT:
            alu_out = {7'b0, & (ANDed | inv_mask)};
        AND:
            alu_out = ANDed;
        OR: 
            alu_out = alu_port_A | alu_port_B;
        XOR: 
            alu_out = alu_port_A ^ alu_port_B;
        SHIFT: begin
            if(alu_shift_dir)  
                alu_out = alu_port_A >> alu_port_B[2:0];
            else
                alu_out = alu_port_A << alu_port_B[2:0];
        end
        SSB:
            alu_out = {7'b0, (alu_port_A & (8'b1 << alu_port_B[2:0])) == 1};
        PASSB:
            alu_out = alu_port_B;
        default:
            alu_out = 0;
    endcase
    alu_eq0 = alu_port_A == 0;
end
endmodule
$ cat /design/flow/config.mk
export PLATFORM = sky130hd
export DESIGN_NAME = alu
export DESIGN_NICKNAME = alu
export VERILOG_FILES = /design/flow/design.v
export SDC_FILE = /design/flow/constraint.sdc
export NUM_CORES = 4
export LEC_CHECK = 1
export CORE_AREA = 10 10 106 106
export DIE_AREA = 0 0 116 116
$ cat /design/flow/constraint.sdc
current_design alu

set clk_period 5.1
set clk_io_pct 0.2

create_clock -name clk0 -period $clk_period

set non_clock_inputs [all_inputs -no_clocks]
set_input_delay [expr $clk_period * $clk_io_pct] -clock clk0 $non_clock_inputs
set_output_delay [expr $clk_period * $clk_io_pct] -clock clk0 [all_outputs]
==> notes.md <==
run metrics: I/O Pins=31, Reg area=0 sq um, Power Density=93.2 nW/um^2, CP max stage delay=0.50 ns, Slowest cell on crit path=clkdlybuf4s50_1, Placed Area=2480 sq um, core area=8850 sq um, DR vias=2,053, DR pass1 iterations=4, Yosys cell types=56, Critical Path End Type=output port, Final min period=5.05 ns, status=complete, no violations, # diodes=0, Slew @ Worst Pin=0.558 ns, first-pass GRT wire length=11.3 mm, crit path DAT=4.03 ns, antenna violations before repair=0, max_cap viols=0, Die Ht=116 um, yosys stat area=2010 sq um, Flop Count=0, HP Start=alu_port_A[0], Layout area overhead=24.8%, final WL=6.82 mm, # Cells Yosys=258, Total GRT Usage=10.4%, # rows=34, crit-path leading delay family=buffers and inverters, fmax=198 MHz, grt ovf=0, chip area=13,500 sq um, fin crit share=99.0%, Cell Chain, Critical Path=clkdlybuf4s50_1 -> inv_1 -> ha_1 -> ha_1 -> mux2i_1 -> ha_1 -> nor2b_1 -> o31a_1 -> o21a_1 -> o21a_1 -> o31ai_2 -> clkdlybuf4s50_1, Setup crit start kind=input port, clock buffers=0, Final Max Tran Viols=0, yosys warns=1, Seq/Total Area, Yosys=0%, share of layout cells above drive strength 1=12.4%, Cell Area, Synth=2010 sq um, WL/cell=17.1 um, worst vdd ir=0.0208 mV, Final Hold Vio Count=0, critical path launch point=alu_port_B[0], post-route ant nets=0, Worst EP required=4.08 ns, I/O Buffers=30, WS Path Type=in -> out, vias per std cell=5.15, post-synthesis cell count=258, RSZ-0062 raised after global routing=true, post-route cell area=2500 sq um, Min-Delay Path Class=in -> out, Die X=116 um, CP max FO=3, Max-slew headroom=62.8%, final setup vio count=0, Synth Area per Inst=7.78 sq um, cell mode on critical path=ha_1, DRT iter0 DRCs=177, hold slack=3.20 ns, vias in the first global route=1,998, gpl congestion=0.950, Leak=1.06 nW, Bufs and invs on worst path=3, FP Util=22.7%, drt drc=0, Log Warnings=55, pin count of the biggest net entering global routing=27, DP Wirelength=5.30 mm, Hold Buf Count CTS=0
==> Yosys cell counts (5+ instances only) <==
cell / number / area [sq um]
a211oi_1: 6 / 45.0
nand2_1: 17 / 63.8
inv_1: 17 / 63.8
mux2i_1: 14 / 140
o21ai_0: 9 / 45.0
o22ai_1: 5 / 31.3
ha_1: 37 / 463
nand2b_1: 10 / 62.6
nor2_1: 21 / 78.8
nor3_1: 5 / 25.0
a21oi_1: 17 / 85.1
buf_2: 7 / 35.0
xnor2_1: 13 / 114
o21a_1: 5 / 37.5
==> worst paths after layout <==
check	cells past startpoint	endpoint	slack, ns
setup / recovery	12	alu_out[6]	0.05
hold / removal	5	alu_eq0	3.20
==> area by class of cell <==
class              count  area [sq um]
fillers              966          6340
multi-input cells    223          1850
repair buffers        50           450
well taps            108           135
inverters             18          67.6
==> kinds of logic (layout without fill, tap and decap cells) <==
kind of cell	Yosys count	count (layout)	share of synthesized area, %
multiplexers	25	25	17.3
AND-OR/OR-AND	68	68	22.9
XOR/XNOR	14	14	6.11
adder cells (fa/ha/maj)	38	38	24.1
buffers and inverters	35	68	8.66
AND/OR/NAND/NOR	78	78	20.9
==> metal layers <==
layer	share of wire, %	track usage [%]	up-vias	wire [um]
met5	0	0	-	0
met4	1.0	1.00	0	71
met3	5.5	1.05	4	372
met2	48	17.0	69	3290
li1	-	-	1023	-
met1	45	14.9	957	3090
==> cell usage in the layout (no fill, tap or decap), types with 3 or more instances in the layout <==
cell type,n
mux2i_1,14
a211oi_1,5
nor4_1,3
o21ai_0,8
mux4_1,3
clkdlybuf4s50_1,30
buf_4,20
ha_1,37
o22ai_1,5
o21a_1,5
a221oi_1,3
a21oi_1,16
nor2_1,21
nand2_1,17
nor2b_1,4
nor3_1,5
mux2_2,3
a31oi_1,3
nand2b_1,10
mux4_2,3
inv_1,17
nand4_1,4
xnor2_1,13
==> through the flow <==
step / util (%) / TNS [ns] / power (mW) / instances / setup WS, ns
6_report: 28.3 / 0 / 0.233 / 399 / 0.0533
5_1_grt: 28.3 / -0.161 / 0.259 / 399 / -0.0926
4_1_cts: 28.1 / 0 / 0.228 / 398 / 0.0415
3_5_place_dp: 28.0 / -0.00266 / 0.225 / 398 / -0.00266
3_3_place_gp: 28.0 / 0 / 0.225 / 398 / 0.0226
2_1_floorplan: - / 0 / 0.141 / 258 / 0.934
==> worst min-delay path: cells and delay by family <==
kind	cells	cell delay [ns]
buf+inv	3	0.99
simple gates	2	0.15
==> power by group <==
group | switching (mW) | internal (mW)
clock network | 0 | 0
logic | 0.119 | 0.114
registers | 0 | 0
==> timing repair <==
action	in CTS	in global routing
setup buffers	0	1
pin swaps	1	2
setup endpoints to repair	1	6
endpoints found under the hold margin	0	0
resized	1	4
Power is estimated from default activity; no workload was simulated.
