### design/flow/design.v
interface ucodeop;
    logic [3:0] PortAReg;
    logic [3:0] PortBReg;
    logic PortAWriteEnable;
    logic [3:0] ALUOp;
    logic ALUUsePortBImm;
    logic ALUShiftDirection;  
    logic JumpOnZero;
    logic ExJump;
    logic InUseALU;
    logic InUseRF;
    logic InUseDMEM;
    logic InUseImm;
    logic OutRFWrite;
    logic OutDMWrite;
    logic [7:0] Immediate;
    logic SignalDone;
endinterface
module dmem(
    input clk,
    input logic [7:0] dm_addr,
    input logic [7:0] dm_in,
    output logic [7:0] dm_out,
    input logic dm_we
);
    logic [7:0] store [256];
    assign dm_out = store[dm_addr];
    always_ff @(posedge clk) begin
        if(dm_we)
            store[dm_addr] <= dm_in;
    end
endmodule
### design/flow/constraint.sdc
current_design dmem

set clk_period 29.1
set clk_io_pct 0.2

create_clock -name clk0 -period $clk_period [get_ports {clk}]

set non_clock_inputs [all_inputs -no_clocks]
set_input_delay [expr $clk_period * $clk_io_pct] -clock clk0 $non_clock_inputs
set_output_delay [expr $clk_period * $clk_io_pct] -clock clk0 [all_outputs]
### design/flow/run.sh
#!/bin/bash
# OpenROAD 26Q1-2900-gdf79404cd8, Yosys 0.63+post, stock flow scripts
make -C /OpenROAD-flow-scripts/flow DESIGN_CONFIG=/design/flow/config.mk WORK_HOME=/design/flow/orfs finish
### design/flow/config.mk
export PLATFORM = sky130hd
export DESIGN_NAME = dmem
export DESIGN_NICKNAME = dmem
export VERILOG_FILES = /design/flow/design.v
export SDC_FILE = /design/flow/constraint.sdc
export NUM_CORES = 4
export LEC_CHECK = 1
export CORE_UTILIZATION = 40
==> results.cfg <==
; implementation run metrics
[final_layout]
largest_reg_flops = 2048
area_delta_synth_final_pct = 13.02
layout.cells.most_common = edfxtp_1
final_util_pct = 45.45
largest-register = store
reg_top3 = store x2048
fillers = 15870
drive_above_1_share_pct = 25.10
final_cell_mix = edfxtp_1, mux4_2, a22oi_1, nor2_1, clkbuf_16

[clock_tree]
postCtsSetupBuffers = 0
clk_pin_slew_ns = 0.06
cts_root_buffer = clkbuf_16
cts_inserted_buffers = 201
cts_resized = 0
cts-hold-fix-buffers = 0
h-tree-depth = 4
cts_tree = done
clock_path_buffers = 3
clock_sinks = 2048

[setup_path]
critPathArrivalTime_ns = 11.30
critPathCaptureType = primary output
crit_path_cell_trace = buf_8 > buf_4 > buf_4 > mux4_2 > a22oi_1 > a21oi_1 > o41ai_1 > nand4_1 > clkdlybuf4s50_1
cp_common_cell = buf_4
critPathMaxFanout = 57
crit_slowest_cell = o41ai_1
cp-start-kind = input pin
slowest_delay_ns = 1.13
cp.required_ns = 23.28
critical_path_buf_inv_count = 4
cpLargestDelayFamily = buffers and inverters
path_class = input pin to primary output

[timing]
rsz0062_at_grt = false
hold_slack_ns = 5.385
maxSlewHeadroom_pct = 9.071
tightest_slew_ns = 1.346
finalClockPeriodUsage_pct = 58.82
finalHoldViolations = 0
slew_violations = 0
fin_crit_ns = 17.12
setup-violations-final = 0
setup-tns-final_ns = 0
max_freq_mhz = 58.42

[detailed_routing]
wl_per_cell_um = 29.20
drc_errors = 0
num_vias = 36730
vias_per_cell = 5.670
drt_iter0_drc = 2622
postRouteAntennaNets = 0
detail_route.first_pass.iterations = 5
routed_wl_mm = 189.2

[floorplanning]
core.rowCount = 162
fp.dieH_um = 444.5
die_area_sq_um = 197600
die_w_um = 444.5
num_io_pins = 26
fp-utilization_pct = 40.21
core_area_sq_um = 194800

[yosys]
yosys_area_sq_um = 78330
synth_area_sq_um = 78330
yosys_warnings = 1
yosys-stat-cells = 3539
synth-seq-cells = 2048
seq_area_frac_synth_pct = 78.51
ys_types = 21
syn_area_per_cell_sq_um = 22.13
synthCells = 3539

[run]
cap_violations = 0
warning_count = 29

[min_path]
hold_depth = 1
hold_path.class = input pin to register
hp-start = dm_in[5]
min_to = store[91][5]$_DFFE_PP_

[place]
port_buffers = 25
dp_hpwl_mm = 109.0
gp_congestion = 0.8664

[grt]
grt_pass1_vias = 40830
antenna_found_initial = 3
track_usage_pct = 21.39
grt-ovfl-total = 0
grt_max_degree = 114
grt_pass1_wl_mm = 275.2

[power]
ir_drop_v = 0.00004966
power.leakage_nw = 26.62
power_density_nw_per_um2 = 68.16
finalPower_mw = 6.034

[run_status]
status = finished, final reports clean
==> Yosys cell counts <==
| master | instances | area share (%) |
|---|---|---|
| a22oi_1 | 256 | 2.5 |
| a21oi_1 | 128 | 0.82 |
| buf_6 | 16 | 0.23 |
| o41ai_1 | 32 | 0.36 |
| clkbuf_1 | 145 | 0.69 |
| nand3_1 | 13 | 0.083 |
| nor3_1 | 30 | 0.19 |
| nand2b_1 | 6 | 0.048 |
| nand4_1 | 8 | 0.064 |
| buf_1 | 19 | 0.091 |
| or3_1 | 1 | 0.0080 |
| inv_1 | 1 | 0.0048 |
| buf_2 | 36 | 0.23 |
| edfxtp_1 | 2048 | 79 |
| nor2b_1 | 7 | 0.056 |
| or2_2 | 2 | 0.016 |
| nand2_1 | 28 | 0.13 |
| and2_1 | 3 | 0.024 |
| nor2_1 | 232 | 1.1 |
| mux4_2 | 512 | 15 |
| buf_4 | 16 | 0.15 |
==> layer usage <==
layer | vias up | GRT usage [%] | routed length, um
met5 | - | 1.685 | 462
met4 | 12 | 5.337 | 5903
met3 | 322 | 15.91 | 31220
met2 | 2122 | 30.66 | 88750
met1 | 18930 | 26.92 | 62860
li1 | 15350 | - | -
==> logic make-up after synthesis <==
| group | count (synthesis) | synth area share, % |
|---|---|---|
| mux | 512 | 14.72 |
| buf+inv | 233 | 1.404 |
| compound gates | 416 | 3.629 |
| flops | 2048 | 78.51 |
| simple gates | 330 | 1.736 |
==> final cells by class <==
| type | count | area [sq um] | share of cell area, % |
|---|---|---|---|
| flip-flops and latches | 2048 | 61500 | 69.46 |
| multi-input cells | 1258 | 15840 | 17.90 |
| clock buffers | 243 | 5187 | 5.859 |
| well taps | 2624 | 3283 | 3.708 |
| repair buffers | 175 | 1476 | 1.668 |
| clock inverters | 127 | 1234 | 1.393 |
| diodes | 3 | 7.507 | 0.008479 |
| inverters | 1 | 3.754 | 0.004240 |
==> where the power goes <==
| part | switching, mW | internal, mW | total [mW] |
|---|---|---|---|
| clock network | 1.12 | 1.39 | 2.51 |
| registers | 0.00127 | 3.25 | 3.25 |
| logic | 0.178 | 0.0930 | 0.271 |
| total | 1.30 | 4.74 | 6.03 |
==> how the worst max path moves through the flow <==
stage	from	end	slack [ns]	depth (start not counted)
6_report	dm_addr[0]	dm_out[4]	11.98	9
5_1_grt	dm_addr[0]	dm_out[3]	11.62	9
4_1_cts	dm_addr[0]	dm_out[4]	11.85	9
==> stage by stage <==
step,instances,instance area (sq um),setup WS (ns)
floorplan,3539,78330,15.72
global placement,6106,82110,11.83
detailed placement,6106,82110,11.85
CTS,6476,88530,11.85
global route,6477,88530,11.62
finish,6479,88530,11.98
No activity file was given, so power comes from the tool's default toggle rates.
