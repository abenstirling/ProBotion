File: /design/flow/run.sh
#!/bin/bash
# OpenROAD 26Q1-2900-gdf79404cd8, Yosys 0.63+post, stock flow scripts
make -C /OpenROAD-flow-scripts/flow DESIGN_CONFIG=/design/flow/config.mk WORK_HOME=/design/flow/orfs finish
File: /design/flow/config.mk
export PLATFORM = sky130hd
export DESIGN_NAME = rf
export DESIGN_NICKNAME = rf
export VERILOG_FILES = /design/flow/design.v
export SDC_FILE = /design/flow/constraint.sdc
export NUM_CORES = 4
export LEC_CHECK = 1
export CORE_UTILIZATION = 40
File: /design/flow/constraint.sdc
current_design rf

set clk_period 2.4
set clk_io_pct 0.2

create_clock -name clk0 -period $clk_period [get_ports {clk}]

set non_clock_inputs [all_inputs -no_clocks]
set_input_delay [expr $clk_period * $clk_io_pct] -clock clk0 $non_clock_inputs
set_output_delay [expr $clk_period * $clk_io_pct] -clock clk0 [all_outputs]
File: /design/flow/design.v
interface ucodeop;
    logic [3:0] PortAReg;
    logic [3:0] PortBReg;
    logic PortAWriteEnable;
    logic [3:0] ALUOp;
    logic ALUUsePortBImm;
    logic ALUShiftDirection;  
    logic JumpOnZero;
    logic ExJump;
    logic InUseALU;
    logic InUseRF;
    logic InUseDMEM;
    logic InUseImm;
    logic OutRFWrite;
    logic OutDMWrite;
    logic [7:0] Immediate;
    logic SignalDone;
endinterface
module rf(
    input clk,
    input logic [3:0] rf_port_A,
    input logic [7:0] rf_port_A_in,
    input logic rf_port_A_we,
    output logic [7:0] rf_port_A_out,
    input logic [3:0] rf_port_B,
    output logic [7:0] rf_port_B_out
);
    logic [7:0] store [16];
    assign rf_port_A_out = store[rf_port_A];
    assign rf_port_B_out = store[rf_port_B];
    always_ff @(posedge clk) begin
        if(rf_port_A_we)
            store[rf_port_A] <= rf_port_A_in;
    end
endmodule
==> out/results.txt <==
Root Buffer Master -> clkbuf_16
vias after detailed routing -> 3312
Max Cap Violations -> 0
Worst Hold End -> store[8][4]$_DFFE_PP_
sum of negative setup slack -> 0 ns
overall power after layout -> 5.25 mW
Setup crit start -> rf_port_B[0]
largest register by flop count -> store
global-route wire length before repair -> 22000 um
headroom to the max-slew limit -> 60.8%
clock transition at the register clock pins on the worst setup and hold paths after CTS -> 0.05 ns
Final min period -> 2.37 ns
number of buffers added by the clock tree synthesis step -> 17
number of buffers on the longest clock path -> 2
count of standard-cell rows -> 43
Chip Area, Yosys -> 5860 sq um
cell depth of the worst hold path -> 5
worst hold margin -> 0.822 ns
cell area after layout -> 7730 sq um
horizontal die size -> 123 um
Slew @ Worst Pin -> 0.586 ns
drc violations -> 0
worst hold start -> rf_port_A[0]
top-level port count -> 34
Total Die Area -> 15100 sq um
total number of warnings across the stage logs -> 26
H-tree depth -> 4
total detailed-routing wirelength -> 14400 um
# diodes -> 0
delay of the slowest cell on the worst path -> 0.50 ns
instance count of the mapped netlist -> 292
number of library cell types mapped by synthesis -> 18
largest fanout on the critical path -> 6
Synthesized registers -> 128
Hold Path Class -> in2reg
instance area after placement -> 6710 sq um
total global-route track usage -> 23.5%
run status -> finished, final reports clean
via count of the first global-routing pass -> 3750
power per standard cell area -> 679 nW/um^2
category of the most critical setup path -> in2out
standard cell with the maximum stage delay on the critical path -> mux4_2
proportion of synthesized chip area in sequential cells -> 65.6%
instance count after placement with tap cells included -> 529
average routed wire per standard cell -> 24.8 um
hold violation total from the final report -> 0
post-detailed-route count of antenna-violating nets -> 0
final standard cell count with taps included and fillers excluded -> 583
mean cell area of the mapped netlist -> 20.1 sq um
GR Overflow Total -> 0
Syn Std Cell Area -> 5860 sq um
fraction of final layout cells with drive strength greater than 1 -> 48.6%
largest registers -> store: 128 flops
DIE HEIGHT -> 123 um
Peak Freq -> 422 MHz
Iteration-0 DRC Markers -> 162
antenna violations before repair -> 0
synthesis-to-layout area growth -> 32.0%
yosys cell count -> 292
Largest register FFs -> 128
Setup violations, final -> 0
data required time at the worst endpoint -> 1.92 ns
TritonCTS clock tree -> built
crit path cell chain -> buf_16 > buf_12 > buf_4 > mux4_2 > a22oi_2 > nand2_1 > dlygate4sd2_1
Lkg Pwr -> 2.62 nW
VDD IR-drop max -> 388 uV
Placer Congestion -> 0.832
pin count of the biggest net entering global routing -> 18
pre-CTS setup slack -> -0.487 ns
number of max-slew violations in the final report -> 0
CP startpoint kind -> input port
initial standard-cell utilization of the core -> 41.6%
detailed-placement wirelength estimate -> 9380 um
arrival time reported for the critical path endpoint -> 1.89 ns
area of the core -> 14100 sq um
number of vias per cell -> 5.68
ratio of final minimum period to clock period -> 98.8%
yosys warns -> 1
final setup margin -> 0.0293 ns
1st-pass router iterations -> 4
CP endpoint kind -> output port
quantity of I/O buffers inserted on ports -> 33
Clock Sinks -> 128
fin util -> 54.8%
-- routing by layer --
metal / global-route usage (%) / part of all wire (%)
met1: 33.1 / 35
met2: 35.6 / 50
met3: 12.1 / 12
met4: 5.35 / 3.1
met5: 1.04 / 0
-- synth_stat cells --
library cell	number	share of area [%]
nand2_1	17	1.1
edfxtp_1	128	66
buf_2	3	0.26
and2_1	2	0.21
buf_6	4	0.77
mux4_2	64	25
buf_4	1	0.13
clkbuf_2	1	0.085
buf_1	8	0.51
nor2_1	14	0.90
nand3_1	1	0.085
nand2b_1	2	0.21
nor2b_1	4	0.43
or3b_2	1	0.15
nor3_1	4	0.34
nand3b_1	2	0.26
a22oi_1	32	4.1
clkbuf_1	4	0.26
-- worst max-delay path: cells and delay by family --
kind | cells | cell delay (ns)
multiplexers | 1 | 0.50
buffers and inverters | 4 | 0.63
AND/OR/NAND/NOR | 1 | 0.09
AND-OR/OR-AND | 1 | 0.18
-- power breakdown --
group	internal, mW	leakage, nW	switching [mW]
clock	1.28	0.246	0.838
combinational	0.325	1.22	0.275
sequential	2.51	1.16	0.0160
-- what timing repair did --
item,in CTS,in global routing
cloned,6,0
setup endpoints to repair,16,10
pin swaps,38,9
hold buffers,0,0
resized,92,8
buffers inserted,14,2
-- cell type report --
| class | instances | area (sq um) |
|---|---|---|
| Clock inverter | 11 | 48.8 |
| Multi-Input combinational cell | 143 | 2060 |
| Fill cell | 1095 | 6370 |
| Clock buffer | 21 | 440 |
| Sequential cell | 128 | 3840 |
| Timing Repair Buffer | 100 | 1110 |
| Tap cell | 180 | 225 |
-- kinds of logic (layout without fill, tap and decap cells) --
logic type      count (synthesis)  after routing  synth area share (%)
flops                         128            128                  65.6
mux                            64             64                  24.6
simple gates                   47             47                  3.67
compound gates                 32             32                  4.10
buf+inv                        21            132                  2.01
-- cells in the final DEF, fill, tap and decap left out, types with 4 or more instances in the layout --
master and instances:
edfxtp_1 128, mux4_2 64, buf_4 44, a22oi_2 29
clkbuf_16 17, nand2_1 15, nor2_1 12, dlygate4sd2_1 12
buf_12 11, clkdlybuf4s50_1 9, buf_16 7, clkinv_2 6
clkdlybuf4s15_1 6, buf_6 6, clkinv_1 5, nor3_1 4
clkbuf_1 4
-- how the worst max path moves through the flow --
stage | to | cells after the start
CTS | rf_port_B_out[6] | 4
global route | rf_port_A_out[1] | 8
finish | rf_port_B_out[4] | 7
Power is estimated from default activity; no workload was simulated.
